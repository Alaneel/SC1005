<file path="./design.v">
`timescale 1ns / 1ps
module seg7_driver(
    input clk,                   
    input rst,                   
    input sel,                   
    input [15:0] value,        
    input [3:0] anode_d,         
    output reg [6:0] seg_L,      
    output reg [3:0] anode_L     
    );
	wire [1:0] seg7_clk;
	wire [15:0] value_sel;
	reg [19:0] count;      
    reg [3:0] selnum;
    always@(posedge(clk))
	   if (rst)         
		  count <= 20'b0;
	   else
		  count <= count+1'b1;
	assign seg7_clk = count[19:18];	    
	assign value_sel = (sel) ? {8'h22, benchNo_10, benchNo_1} : value;
    always @ *          
    begin
         case (seg7_clk)    
            2'd0 :  begin
                        anode_L = {1'b1, 1'b1, 1'b1, anode_d[0]};
                        selnum = value_sel[3:0];
                    end
            2'd1 :  begin
                        anode_L = {1'b1, 1'b1, anode_d[1], 1'b1};
                        selnum = value_sel[7:4];
                    end
            2'd2 :  begin
                        anode_L = {1'b1, anode_d[2], 1'b1, 1'b1};
                        selnum = value_sel[11:8];
                    end
            2'd3 :  begin
                        anode_L = {anode_d[3], 1'b1, 1'b1, 1'b1};
                        selnum = value_sel[15:12];
                    end
        endcase
    end
    wire [3:0] benchNo_10 = 4'd0;   
    wire [3:0] benchNo_1 = 4'd7;    
    always @*
    begin
        case (selnum)
            4'd0  : seg_L = 7'b100_0000;
            4'd1  : seg_L = 7'b111_1001;
            4'd2  : seg_L = 7'b010_0100;
            4'd3  : seg_L = 7'b011_0000;            
            4'd4  : seg_L = 7'b001_1001;
            4'd5  : seg_L = 7'b001_0010;
            4'd6  : seg_L = 7'b000_0010;
            4'd7  : seg_L = 7'b111_1000;
            4'd8  : seg_L = 7'b000_0000;
            4'd9  : seg_L = 7'b001_0000;
            4'd11 : seg_L = 7'b000_0011;
            4'd12 : seg_L = 7'b100_0110;
            4'd13 : seg_L = 7'b010_0001;
            4'd14 : seg_L = 7'b000_0110;
            4'd15 : seg_L = 7'b000_1110;        
            default:seg_L = 7'b111_1111;
        endcase
    end
endmodule
</file>
<file path="./run.sh">
#!/bin/bash
# OpenROAD 26Q1-2900-gdf79404cd8, Yosys 0.63+post, stock flow scripts
make -C /OpenROAD-flow-scripts/flow DESIGN_CONFIG=/design/flow/config.mk WORK_HOME=/design/flow/orfs finish
</file>
<file path="./config.mk">
export PLATFORM = sky130hd
export DESIGN_NAME = seg7_driver
export DESIGN_NICKNAME = seg7_driver
export VERILOG_FILES = /design/flow/design.v
export SDC_FILE = /design/flow/constraint.sdc
export NUM_CORES = 4
export LEC_CHECK = 1
export CORE_AREA = 10 10 111 111
export DIE_AREA = 0 0 121 121
</file>
<file path="./constraint.sdc">
current_design seg7_driver

set clk_period 4.6
set clk_io_pct 0.2

create_clock -name clk0 -period $clk_period [get_ports {clk}]

set non_clock_inputs [all_inputs -no_clocks]
set_input_delay [expr $clk_period * $clk_io_pct] -clock clk0 $non_clock_inputs
set_output_delay [expr $clk_period * $clk_io_pct] -clock clk0 [all_outputs]
</file>
==> results.md <==
| Group | Result | Reported |
|---|---|---|
| final layout | Synth-to-Final Area Change | 37.85% |
| pwr | Internal power contribution | 0.2769 mW |
| clock tree | Count of H-tree levels built during CTS | 1 |
| final layout | Final instance area | 1809 um^2 |
| job | Max-Cap Viols | 0 |
| clock tree | Number of buffers inserted during clock tree synthesis | 3 |
| worst setup path | Kind of capture point of the worst setup path | output port |
| worst setup path | Critical Path Source Type | primary input |
| worst setup path | Worst path max stage delay | 0.51 ns |
| clock tree | Clk slew on worst S/H paths | 0.06 ns |
| yosys | Post-synthesis chip area from yosys | 1313 um^2 |
| global route | Global-route total usage across every layer | 3.947% |
| yosys | Seq cells post-synth | 20 |
| final timing | Final worst path period share | 93.40% |
| worst setup path | Data arrival time of the critical path | 3.38 ns |
| die | Area enclosed by the die boundary | 14640 um^2 |
| drt | First drt pass iteration count | 2 |
| worst setup path | Slowest-stage cell, CP | clkdlybuf4s50_1 |
| global route | Overflow after GRT | 0 |
| pwr | Power density over the cells | 195.1 nW/um^2 |
| yosys | Warnings, synthesis | 1 |
| job | Number of warning messages in the logs | 31 |
| pwr | Cell leakage power | 0.6231 nW |
| die | Placeable core region | 9864 um^2 |
| yosys | Main synth FF type | dfxtp_1 |
| drt | Total vias in the final route | 1102 |
| drt | Routed len/inst | 9.233 um |
| yosys | Post-synthesis async set-or-reset flop share | 0% |
| yosys | Dominant cell area share | 30.51% |
| clock tree | CTS tree | yes |
| final timing | Final setup fails | 0 |
| worst setup path | Req. time, crit path | 3.68 ns |
| final timing | Total negative setup slack | 0 ns |
| final timing | Largest clock skew in the final design | 0.002422 ns |
| status | Status | completed |
| die | Cell Rows | 36 |
| placed design | Cell area reported after detailed placement | 1768 um^2 |
| worst setup path | Top fanout value on the critical path | 7 |
| placed design | Placed wire-length estimate | 2340 um |
| worst setup path | Cell-by-cell listing of the critical path | clkdlybuf4s50_1, nand2b_1, o211ai_1, inv_1, ha_1, or3_1, o21ai_1, clkdlybuf4s50_1 |
| final layout | Largest registers | count x20 |
| clock tree | Clock root buffer | clkbuf_8 |
| global route | Via count of the first global-routing pass | 1028 |
| final timing | RSZ-0062 raised after global routing | no |
| final timing | F_max | 232.8 MHz |
| global route | Antenna violations before repair | 0 |
| die | Count of pins on the block boundary | 34 |
| pwr | Part of the total power dissipated in combinational logic | 19.3% |
| yosys | Mean Syn Cell Area | 8.468 um^2 |
| placed design | Routability congestion estimate from global placement | 0.7892 |
| final layout | Max FFs per register | 20 |
| pwr | Sequential fraction of design power | 50.1% |
| clock tree | Clock latency at the later pin of the worst-skew pair | 0.25 ns |
| yosys | Cell type with the largest total area | dfxtp_1 |
| final timing | Actual transition at the worst max-transition pin | 0.6988 ns |
| pwr | Switching power of the nets | 0.07610 mW |
| die | Overall die height | 121 um |
| global route | First-pass GRT wire length | 4947 um |
| yosys | Number of enable-type register cells in the synthesized netlist | 0 |
| drt | Detailed router's first-iteration violation count | 55 |
| yosys | Count of instantiated cells in the yosys netlist | 155 |
| clock tree | Post-CTS Setup Bufs | 0 |
| worst setup path | Cell repeated most along the worst path | clkdlybuf4s50_1 |
| global route | Pin count of the biggest net entering global routing | 21 |
| clock tree | Number of buffers inserted by hold repair at cts | 0 |
| final timing | Worst slew margin | 53.27% |
| yosys | Leading post-synthesis cells by cell area | dfxtp_1 (31%), ha_1 (7.6%), xor2_1 (7.3%), nor2_1 (6.6%), mux2i_1 (4.6%) |
| pwr | Switching share of total power | 21.56% |
| yosys | Netlist area before placement | 1313 um^2 |
| die | Overall die width | 121 um |
| placed design | Port bufs | 33 |
| clock tree | Num Clock Sinks | 20 |
| clock tree | Post-cts gate resize count | 0 |
| final layout | Register with the most flip-flops | count |
| drt | Via density per instance | 3.476 |
| yosys | Unique cell types | 39 |
| final timing | Final Critical Period | 4.296 ns |
| final layout | Utilization after layout | 18.34% |
| final timing | Number of hold-slack violations in the final timing report | 0 |
| final timing | Max-slew violation total from the final report | 0 |
| drt | Diode count | 0 |
| pwr | Max VDD drop | 203.0 uV |
| drt | Tally of nets with antenna violations remaining after routing | 0 |
| pwr | Share of power burned in the clock network | 30.5% |
| drt | Post-detailed-routing wire length | 2927 um |
| die | Pre-Place Util | 13.31% |
| hold path | Worst min-delay path category | register to register |
| final layout | Number of inserted filler cells in the final layout | 1071 |
| yosys | Instance tally after logic synthesis | 155 |
| drt | Residual DRC count | 0 |
| yosys | Proportion of synthesized chip area in sequential cells | 30.51% |
| worst setup path | Critical path class | primary input to output port |
| final layout | Fraction of layout instances using a drive strength above 1 | 7.065% |
| clock tree | Clock Tree Buf Depth | 2 |
Yosys cell counts (3+ instances only):
| master | n |
|---|---|
| nand3_1 | 6 |
| dfxtp_1 | 20 |
| o21ai_0 | 9 |
| xor2_1 | 11 |
| nor2_1 | 23 |
| nand2_1 | 10 |
| a21oi_1 | 5 |
| ha_1 | 8 |
| buf_2 | 3 |
| mux2i_1 | 6 |
| and2_1 | 3 |
| nand4_1 | 4 |
| or3_1 | 6 |
| xnor2_1 | 4 |
| buf_4 | 3 |
| inv_1 | 4 |
layer usage:
metal | global-route usage (%) | up-vias | part of all wire [%]
met5 | 0 | - | 0
met4 | 0.6033 | 0 | 1.7
met3 | 1.181 | 4 | 7.2
met2 | 6.361 | 25 | 42
met1 | 5.188 | 476 | 49
li1 | - | 597 | -
per-stage QoR:
stage          instances  power (mW)  hold WS, ns  setup slack (ns)
2_1_floorplan        155      0.2101       0.4129             1.385
5_1_grt              317      0.3779       0.4611            0.1211
3_5_place_dp         314      0.2497       0.4395            0.2978
6_report             317      0.3530       0.4424            0.3038
4_1_cts              317      0.3605       0.4505            0.2855
3_3_place_gp         314      0.2495       0.4309            0.3747
critical path, delay by kind of cell:
kind	cells	cell delay, ns
simple gates	2	0.60
compound gates	2	0.48
fa+ha+maj	1	0.21
buf+inv	3	1.16
area by class of cell:
type,instances,area [um^2],area share [%]
multi-input combinational,122,840.8,46.47
sequential,20,400.4,22.13
timing repair buffer,35,345.3,19.09
tap,133,166.4,9.198
clock buffer,3,41.29,2.282
inverter,4,15.01,0.8299
power by group through the flow:
stage / sequential (mW) / combinational, mW / clock, mW
5_1_grt: 0.177 / 0.0772 / 0.124
6_report: 0.177 / 0.0682 / 0.108
4_1_cts: 0.177 / 0.0694 / 0.114
worst paths after layout:
path | slack, ns | cells after the start | startpoint | endpoint
max | 0.30 | 8 | sel | seg_L[4]
min | 0.44 | 1 | count[0] | count[0]
max reg2reg | 2.92 | 5 | count[2] | count[18]
min reg2reg | 0.44 | 1 | count[0] | count[0]
cell usage in the layout (no fill, tap or decap), types with 2 or more instances in the layout:
| master | n |
|---|---|
| a21oi_1 | 5 |
| and2_1 | 3 |
| and4_1 | 2 |
| buf_4 | 2 |
| clkbuf_8 | 3 |
| clkdlybuf4s50_1 | 33 |
| dfxtp_1 | 20 |
| ha_1 | 8 |
| inv_1 | 4 |
| mux2_2 | 2 |
| mux2i_1 | 6 |
| nand2_1 | 10 |
| nand2b_1 | 2 |
| nand3_1 | 6 |
| nand4_1 | 4 |
| nor2_1 | 23 |
| nor2b_1 | 2 |
| nor3_1 | 2 |
| o211ai_1 | 2 |
| o21ai_0 | 9 |
| or3_1 | 6 |
| xnor2_1 | 4 |
| xor2_1 | 11 |
cells by family (layout without fill, tap and decap cells):
logic type	Yosys count	in the layout	share of synthesized area, %
mux	9	9	8.008
flops	20	20	30.50
compound gates	23	23	11.82
fa+ha+maj	8	8	7.627
buf+inv	13	42	5.433
xor+xnor	15	15	10.01
simple gates	67	67	26.60
Power is estimated from default activity; no workload was simulated.
