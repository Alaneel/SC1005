### design/flow/design.v
`timescale 1ns / 1ps
module vsevenseg(
    input [3:0] x,          
   	output [6:0] seg_L,     
	output [3:0] anode_L    
	);
wire [6:0] seg;	             
assign anode_L = 4'b1100;  
assign seg_L = ~seg;
   assign seg[0] = ~x[3]&x[2]&x[0]|x[2]&x[1]|~x[3]&x[1]|x[3]&~x[0]|x[3]&~x[2]&~x[1]|~x[2]&~x[0];
   assign seg[1] = ~x[3]&~x[2]|~x[2]&~x[0]|~x[3]&~x[1]&~x[0]|~x[3]&x[1]&x[0]|x[3]&~x[1]&x[0];
   assign seg[4] = x[3]&x[2]|x[3]&x[1]|~x[2]&~x[0]|x[1]&~x[0];
   assign seg[6] = x[1]&~x[0]|x[3]&~x[2]|x[3]&x[0]|~x[2]&x[1]|~x[3]&x[2]&~x[1];
   assign seg[2] = ~x[3]&~x[1]|~x[3]&x[0]|~x[1]&x[0]|~x[3]&x[2]|x[3]&~x[2];
   assign seg[3] = x[3]&~x[1]|~x[3]&~x[2]&~x[0]|~x[2]&x[1]&x[0]|x[2]&~x[1]&x[0]|x[2]&x[1]&~x[0];
   assign seg[5] = ~x[1]&~x[0]|x[2]&~x[0]|x[3]&~x[2]|x[3]&x[1]|~x[3]&x[2]&~x[1];
endmodule
### design/flow/run.sh
#!/bin/bash
# OpenROAD 26Q1-2900-gdf79404cd8, Yosys 0.63+post, stock flow scripts
make -C /OpenROAD-flow-scripts/flow DESIGN_CONFIG=/design/flow/config.mk WORK_HOME=/design/flow/orfs finish
### design/flow/config.mk
export PLATFORM = sky130hd
export DESIGN_NAME = vsevenseg
export DESIGN_NICKNAME = vsevenseg
export VERILOG_FILES = /design/flow/design.v
export SDC_FILE = /design/flow/constraint.sdc
export NUM_CORES = 4
export LEC_CHECK = 1
export CORE_AREA = 10 10 70 70
export DIE_AREA = 0 0 80 80
### design/flow/constraint.sdc
current_design vsevenseg

set clk_period 1.5
set clk_io_pct 0.2

create_clock -name clk0 -period $clk_period

set non_clock_inputs [all_inputs -no_clocks]
set_input_delay [expr $clk_period * $clk_io_pct] -clock clk0 $non_clock_inputs
set_output_delay [expr $clk_period * $clk_io_pct] -clock clk0 [all_outputs]
==> metrics.cfg <==
[routing]
vias = 294
routed_wirelength_um = 811
remaining_drc_errors = 0
first_iter_violations = 12
via_per_inst = 2.97
route.antenna.remaining_nets = 0
routed_wire_length_per_instance_um = 8.19
first_pass_iters = 4
diodes_inserted = 0

[critical_path]
timing.critical_path.fanout_max = 6
timing_worst_setup_path_type = input port to output port
cp.arrival_ns = 1.15
critPathRequiredTime_ns = 1.20
end_kind = output port
startpoint_type = input port

[floorplanning]
die-width_um = 80
floorplan.rows = 21
starting_utilization_of_the_core_area = 0.0747
height_of_the_chip_um = 80
io_pins = 15
coreArea_sq_mm = 0.00342
chip_area_sq_mm = 0.00640

[place]
place.gp.congestion = 0.755
placed_area_sq_um = 422
io_buffers = 11
place_ws_ns = -0.713
dp_hpwl_um = 681
dp.cells = 99

[timing]
timing.final.setup_violations = 0
timing.fmax_ghz = 0.688
final_hold_viol_count = 0
final_max_slew_violation_count = 0
post-route-worst-setup-slack_ns = 0.0471
layout_worst_path_cycle_share = 0.969
grt_setup_unrepaired = false
crit_path_time_final_ns = 1.45

[final_layout]
final_cell_count_no_fill = 99
share_of_cells_above_drive_strength_1 = 0.415
layout_top_cells_excl_fill_tap = 7 x buf_4, 6 x dlygate4sd2_1, 5 x nand2_1, 5 x buf_6, 4 x conb_1
nFillCells = 403
area.growth.synth_to_final_pct = 80.9
final_layout_top_logic_cell = buf_4
postLayoutCoreUtil = 0.135
seq_area_sq_um = 0
layout.cell_area.non_filler_sq_um = 462
ff_count = 0
n_clock_buffer = 0

[synth]
synth_xor_xnor_area_share = 0.0343
yosys_synthesis_chip_area_sq_um = 255
top_logic_kind = simple AND/OR/NAND/NOR gates
yosys-mux-area-fraction = 0
post_synth_inst_count = 40
synthSimpleGateAreaFrac = 0.382
synth.yosys.seq_area_share = 0
post_synth_aoi_oai_area = 0.270
synthesis.yosys.warnings = 0
synth_area_per_cell_sq_um = 6.38
distinct_lib_cells = 22
yosys-stat-cells = 40
syn-cell-area_sq_um = 255
post_synth_fa_ha_maj_area_fraction = 0

[global_route]
grt_pass1_wl_mm = 1.22
first_global_vias = 286
grt_max_degree = 10
track_usage = 0.0226
grt_antenna_before_repair = 0
grt.overflow.total = 0

[run_status]
outcome = complete, no violations

[hold_path]
min_path_type = input port to output port

[pwr]
pwr_dens_mw_per_mm2 = 246
power.total_w = 0.000113
ir_drop_v = 0.0000327
p_leak_nw = 0.214

[flow_run]
warning_count = 32
cap_viol_max_count = 0

==> power by group <==
| group | switching [W] | total [W] | internal, W |
|---|---|---|---|
| combinational | 0.0000468 | 0.000113 | 0.0000667 |
| clock | 0 | 0 | 0 |
| sequential | 0 | 0 | 0 |
==> worst paths after layout <==
check / from / end / slack (ns) / cells after the start
setup / recovery: x[3] / seg_L[0] / 0.05 / 5
hold / removal: x[0] / seg_L[1] / 1.03 / 5
==> metrics by stage <==
step / hold slack, ns / TNS (ns)
after floorplan: 0.723 / 0
after global placement: 1.74 / -4.59
after detailed placement: 1.73 / -4.56
after CTS: 1.06 / 0
after global routing: 1.09 / 0
final: 1.03 / 0
==> synthesized netlist by cell type <==
master,instances,area (sq um)
buf_4,4,30.0
o22ai_1,2,12.5
o32ai_1,1,8.76
a21oi_1,1,5.00
a31o_1,1,8.76
nand2b_1,3,18.8
a221o_1,1,10.0
a21o_1,1,7.51
a31oi_1,1,6.26
buf_6,3,33.8
inv_1,1,3.75
nor2b_1,1,6.26
nand3_1,2,10.0
nor2_1,3,11.3
conb_1,2,7.51
buf_2,1,5.00
xnor2_1,1,8.76
o21ai_1,2,10.0
and3b_2,1,10.0
nor3_1,1,5.00
nand2_1,5,18.8
nor2b_2,2,17.5
==> metal layers <==
layer	GRT usage	wire (um)
met1	0.0283	396
met2	0.0377	326
met3	0.00909	88
met4	0	0
met5	0	0
==> final cells by class <==
type                            instances  area [sq um]  share of cell area
Multi-Input combinational cell         33           234               0.507
Timing Repair Buffer                   19           166               0.360
Tap cell                               46          57.6               0.125
Inverter                                1          3.75             0.00813
==> cells by family (layout without fill, tap and decap cells) <==
family / after synthesis / in the layout
AND-OR/OR-AND: 10 / 10
buffers and inverters: 9 / 20
XOR/XNOR: 1 / 1
AND/OR/NAND/NOR: 18 / 18
other: 2 / 4
==> what timing repair did <==
action | CTS | global route
setup endpoints to repair | 7 | 3
cloned | 0 | 0
resized | 41 | 3
pin swaps | 5 | 3
buffers inserted | 1 | 0
hold buffers | 0 | 0
==> critical path: stages <==
cell and delay, ns:
buf_6 0.11, buf_4 0.13, nand2b_1 0.16, a31o_1 0.22, dlygate4sd2_1 0.23
Power is estimated from default activity; no workload was simulated.
