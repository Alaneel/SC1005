==> design/flow/design.v <==
`timescale 1ns / 1ps
module segtoggle(
    input [3:0] a,
    input [3:0] b,
    input clk,
    input rst,
    input sel,
    output reg [6:0] seg_L,
    output reg [3:0] anode_L     
    );
	wire [1:0] seg7_clk;
    wire [7:0] x, res;
	reg [19:0] count;      
    reg [3:0] selnum;
    always@(posedge(clk))
	   if (rst)         
		  count <= 20'b0;
	   else
		  count <= count+1'b1;
	assign seg7_clk = count[19:18];	   
	assign x = (sel) ? {benchNo_10, benchNo_1} : res;
    always @ *          
    begin
        anode_L=4'b1111;        
        case (seg7_clk)    
            	2'd0 :  begin
                        anode_L=4'b1110;
                        selnum = x[3:0];
                    end
            	2'd1 :  begin
                        anode_L=4'b1101;
                        selnum = x[7:4];
                    end
            	2'd2 :  begin
                        anode_L=4'b1111;     
                        selnum = 4'd0;
                    end
            	2'd3 :  begin
                        anode_L=4'b1111;     
                        selnum = 4'd0;
                    end
        endcase
    end
    wire [3:0] benchNo_10 = 4'd0;   
    wire [3:0] benchNo_1 = 4'd0;    
    assign res = a * b;    
    always @ *
        case (selnum)
            4'b0000: seg_L = 7'b1000000;
            4'b0001: seg_L = 7'b1111001;
            4'b0010: seg_L = 7'b0100100;
            4'b0011: seg_L = 7'b0110000;
            4'b0100: seg_L = 7'b0011001;
            4'b0101: seg_L = 7'b0010010;
            4'b0110: seg_L = 7'b0000010;
            4'b0111: seg_L = 7'b1111000;
            4'b1000: seg_L = 7'b0000000;
            4'b1001: seg_L = 7'b0010000;
            4'b1010: seg_L = 7'b0001000;
            4'b1011: seg_L = 7'b0000011;
            4'b1100: seg_L = 7'b1000110;
            4'b1101: seg_L = 7'b0100001;
            4'b1110: seg_L = 7'b0000110;
            4'b1111: seg_L = 7'b0001110;
            default: seg_L = 7'b1111111;
        endcase
endmodule
==> design/flow/run.sh <==
#!/bin/bash
# OpenROAD 26Q1-2900-gdf79404cd8, Yosys 0.63+post, stock flow scripts
make -C /OpenROAD-flow-scripts/flow DESIGN_CONFIG=/design/flow/config.mk WORK_HOME=/design/flow/orfs finish
==> design/flow/config.mk <==
export PLATFORM = sky130hd
export DESIGN_NAME = segtoggle
export DESIGN_NICKNAME = segtoggle
export VERILOG_FILES = /design/flow/design.v
export SDC_FILE = /design/flow/constraint.sdc
export NUM_CORES = 4
export LEC_CHECK = 1
export CORE_AREA = 10 10 108 108
export DIE_AREA = 0 0 118 118
==> design/flow/constraint.sdc <==
current_design segtoggle

set clk_period 6.4
set clk_io_pct 0.2

create_clock -name clk0 -period $clk_period [get_ports {clk}]

set non_clock_inputs [all_inputs -no_clocks]
set_input_delay [expr $clk_period * $clk_io_pct] -clock clk0 $non_clock_inputs
set_output_delay [expr $clk_period * $clk_io_pct] -clock clk0 [all_outputs]
==> CHANGELOG.md <==
## Implementation

- Status: completed
- Biggest regs: count x20
- Pwr/cell area: ~150 nW/um^2
- TritonCTS Buffers: 3
- Worst path max stage delay: 0.54 ns
- Clock skew: 0.002530 ns
- Total gr overflow: 0
- Final period util: 95.18%
- Ant diodes: 0
- R2r worst-path depth: 7
- Initial Util: 17.92%
- RSZ-0062 raised after global routing: no
- Pleak: 0.0009879 uW
- Final setup fails: 0
- Final hold violation count: 0
- Die Height: 118 um
- Warnings, synthesis: 1
- H-tree levels: 1
- Slew HR: 51.76%
- Initial antenna violation count: 0
- Die x size: about 120 um
- CTS clock-pin slew for the worst setup and hold paths: 0.07 ns
- Clk buf depth: 2
- Layout Utilization: a little under a quarter
- Highest Clock Rate: 164.2 MHz
- Maxcap violations: 0
- Synthesized instance count: between 150 and 200
- Mux frac, synth: 5.564%
- Postcts setup bufs: 0
- Number of fill cells in the layout: 1,018
- Number of synthesized flops with an enable pin: 0
- Root buffer cell: clkbuf_8
- Slowest stage cell on the critical path: fa_1
- Mapped Area: 1664 um^2
- Ys flop type: dfxtp_1
- Max reg flops: 20
- WL final: 3215 um
- Layout cells sized above 1: 16.52%
- Worst VDD drop: ~0.17 mV
- Ports: 22
- CP Capture Type: output pin
- Hold_buf cts: 0
- 1st-pass router iterations: 3
- Ys async rst share: 0%
- Top non-seq family: simple AND/OR/NAND/NOR gates
- Most flops, register: count
- Clock sink total: 20
- WS Path Type: primary input to output pin
- Worst Hold Path Cells: 1
- R2R Setup Slk: roughly 4.6 ns
- Post-synth top cells: 23 x nor2_1, 20 x dfxtp_1, 19 x ha_1, 19 x nand2_1, 12 x xor2_1
- Vias in the first global route: 1,238
- Largest net degree at the start of global routing: 21
- Tool warning count: 30
- Simple share: between 20% and 30%
- Post-detail-place hpwl: 2633 um
- Xor+xnor area frac: 8.947%
- Setup TNS: 0 ns
- Post-route cell area: 2180 um^2
- Top delay family on crit path: adder cells
- Synth Area in Adders: 19.10%
- Crit Reg-Reg Endpoint: count[16]
- DRT antenna net count: 0
- Placed inst area: 2068 um^2
- CTS tree: built
- Initial DRC Count: 32
- Crit path time final: 6.091 ns
- Yosys aoi share: 10.08%
- WL/cell: slightly above 9 um
- Min-delay src: count[0]
- Hold Path Sink: count[0]
- DRC viols: 0
- Core Box Area: 9284 um^2
- Pins Over Slew Limit: 0
- RR Startpoint: count[0]
- Synthesized area per cell: between 8 and 9 um^2
- Row count: 35
- GPL Wtd Cong: 0.7877
- CP Launch Type: primary input
- Worst-margin pin slew: 0.7214 ns
- Synth cell types: 43
- Global Route Usage Sum: 4.575%
- Latency at later pin: ~0.25 ns
- Synth Seq Share: 24.06%
- Synth top cell by count: nor2_1
- Crit path arrival time: 4.81 ns
- # Cells Yosys: roughly 200
- IO Port Bufs: 19
- Crit path DRT: 5.12 ns
- Area share, top type: 24.06%
- First-pass GRT wire length: ~5600 um
- Chip area: 13,920 um^2
- Seq cells post-synth: 20
- Yosys top cell by area: dfxtp_1
- Yosys chip area: 1664 um^2
- Vias per inst: between 3 and 4
- Vias: 1,335
- Largest fanout on the critical path: 4
- Worst hold path type: flip-flop to flip-flop
- Worst path cell trace: dlygate4sd2_1, nand2_2, fa_1, fa_1, inv_1, ha_1, a211o_1, buf_4, nand2_1, a31oi_4, buf_4, ha_1, inv_1, nor3_2, a21o_1, clkdlybuf4s50_1
- Synth-to-Final Area Change: 30.98%
- Crit path buf inv count: 6
- Ranking of synthesized cells by area: dfxtp_1 24%, ha_1 14%, xor2_1 6.3%, nor2_1 5.2%, fa_1 4.8%
worst max-delay path by stage:
| stage | start | to | slack [ns] | cells after the start |
|---|---|---|---|---|
| finish | b[3] | seg_L[1] | 0.31 | 16 |
| global route | b[3] | seg_L[1] | 0.11 | 16 |
| CTS | a[1] | seg_L[0] | 0.001 | 14 |
per-layer routing:
metal / track usage, % / routed length, um
met5: 0 / 0
met2: 7.028 / 1366
met1: 6.728 / 1739
met3: 1.118 / 109
met4: 0 / 0
through the flow:
step           setup slack [ns]  power, uW  cells  hold slack (ns)
2_1_floorplan            0.9868      193.7    197           0.4175
3_3_place_gp           -0.08620      237.7    349           0.4304
3_5_place_dp            -0.1036      237.7    349           0.4428
4_1_cts                0.001204      332.8    353           0.4595
5_1_grt                  0.1130      352.7    353           0.4696
6_report                 0.3086      329.0    353           0.4539
placed cells by master, fill, tap and decap left out, types with 2 or more instances in the layout:
master and n:
dlygate4sd2_1 2, nand4_1 2, or2_2 2, conb_1 2
xnor2_1 5, nand2_1 17, o21ai_0 5, and3_1 4
nor2_1 22, dfxtp_1 20, or3_1 3, nor2_2 2
ha_1 19, mux2i_1 6, a21oi_1 4, buf_4 10
inv_2 2, fa_1 3, xor2_1 12, nand2_2 2
inv_1 8, and2_1 11, a31oi_4 2, o21a_1 2
mux2_2 2, clkdlybuf4s50_1 11, dlymetal6s2s_1 6, clkbuf_8 4
nand3_1 9, a21o_1 2, a22o_1 2
kinds of logic (layout without fill, tap and decap cells):
group / Yosys count / in the layout
multiplexers: 9 / 9
buffers and inverters: 17 / 44
adder cells (fa/ha/maj): 23 / 23
AND-OR/OR-AND: 23 / 23
flip-flops: 20 / 20
other: 1 / 2
XOR/XNOR: 17 / 17
AND/OR/NAND/NOR: 86 / 86
worst register-to-register path, cell delays in order, from the launching register on:
cell and delay (ns):
dfxtp_1 0.36, ha_1 0.23, nand4_1 0.13, or4b_4 0.56, nor2_1 0.17, nand2_1 0.09, xor2_1 0.14, nor2_1 0.05
what timing repair did:
action | 4_1_cts | 5_1_grt
setup endpoints to repair | 6 | 7
pin swaps | 2 | 3
gates resized | 6 | 16
final cells by class:
| cell class | count | area [um^2] | area share, % |
|---|---|---|---|
| clock buffers | 4 | 55.05 | 2.526 |
| well taps | 129 | 161.4 | 7.405 |
| multi-input cells | 160 | 1227 | 56.31 |
| repair buffers | 30 | 297.8 | 13.66 |
| inverters | 10 | 37.54 | 1.722 |
| flip-flops and latches | 20 | 400.4 | 18.37 |
report_power, final:
part	switching [uW]	internal [uW]	leakage [uW]
Sequential	1.30	126	0.000162
Clock	38.1	54.6	0.0000288
Combinational	47.3	61.6	0.000797
Total	86.8	242	0.000988
Power figures rest on the tool's default switching activity, not on a simulated workload.
